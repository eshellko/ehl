$ cat flow/constraint.sdc
current_design ehl_gpio_decoder

set clk_period 16.2
set clk_io_pct 0.2

create_clock -name clk0 -period $clk_period

set non_clock_inputs [all_inputs -no_clocks]
set_input_delay [expr $clk_period * $clk_io_pct] -clock clk0 $non_clock_inputs
set_output_delay [expr $clk_period * $clk_io_pct] -clock clk0 [all_outputs]
$ cat flow/config.mk
export PLATFORM = sky130hd
export DESIGN_NAME = ehl_gpio_decoder
export DESIGN_NICKNAME = ehl_gpio_decoder
export VERILOG_FILES = /design/flow/design.v
export SDC_FILE = /design/flow/constraint.sdc
export NUM_CORES = 4
export LEC_CHECK = 1
export CORE_AREA = 10 10 369 369
export DIE_AREA = 0 0 379 379
$ cat flow/design.v
module ehl_gpio_decoder
#(
   parameter WIDTH = 32,
   GDOR_ENA = 5'b11111,
   GOER_ENA = 5'b11111,
   GAFR_ENA = 5'b11111,
   GPER_ENA = 5'b11111,
   GPTR_ENA = 5'b11111,
   GIER_ENA = 5'b11111,
   GISR_ENA = 5'b11111,
   GCMR_ENA = 5'b11111,
   GFMR_ENA = 5'b11111,
   READ_GIFR_ENA = 1,
   CLR_GIFR_ENA = 1,
   READ_GDIR_ENA = 1
)
(
   input wire wr, rd,
   output wire err,
   input wire [5:0] addr,
   input wire [WIDTH-1:0]  data_in,
   output wire [WIDTH-1:0]
   set_gdor, set_goer, set_gafr, set_gper,
   set_gptr, set_gier, set_gisr, set_gcmr, set_gfmr,
   clr_gdor, clr_goer, clr_gafr, clr_gper,
   clr_gptr, clr_gier, clr_gisr, clr_gifr, clr_gcmr, clr_gfmr,
   inv_gdor, inv_goer, inv_gafr, inv_gper,
   inv_gptr, inv_gier, inv_gisr, inv_gcmr, inv_gfmr,
   output wire write_gdor, write_goer, write_gafr, write_gper,
   write_gptr, write_gier, write_gisr, write_gcmr, write_gfmr,
   read_gdor, read_goer, read_gafr, read_gper,
   read_gptr, read_gier, read_gisr, read_gifr, read_gdir, read_gcmr, read_gfmr
);
   assign write_gdor = GDOR_ENA[0] && addr == {4'h0,2'h0} && wr;
   assign write_goer = GOER_ENA[0] && addr == {4'h1,2'h0} && wr;
   assign write_gafr = GAFR_ENA[0] && addr == {4'h2,2'h0} && wr;
   assign write_gper = GPER_ENA[0] && addr == {4'h3,2'h0} && wr;
   assign write_gptr = GPTR_ENA[0] && addr == {4'h4,2'h0} && wr;
   assign write_gier = GIER_ENA[0] && addr == {4'h5,2'h0} && wr;
   assign write_gisr = GISR_ENA[0] && addr == {4'h6,2'h0} && wr;
   assign write_gcmr = GCMR_ENA[0] && addr == {4'h9,2'h0} && wr;
   assign write_gfmr = GCMR_ENA[0] && addr == {4'ha,2'h0} && wr;
   assign set_gdor = wr && GDOR_ENA[4] && addr == {4'd0, 2'h1} ? data_in : {WIDTH{1'b0}};
   assign set_goer = wr && GOER_ENA[4] && addr == {4'd1, 2'h1} ? data_in : {WIDTH{1'b0}};
   assign set_gafr = wr && GAFR_ENA[4] && addr == {4'd2, 2'h1} ? data_in : {WIDTH{1'b0}};
   assign set_gper = wr && GPER_ENA[4] && addr == {4'd3, 2'h1} ? data_in : {WIDTH{1'b0}};
   assign set_gptr = wr && GPTR_ENA[4] && addr == {4'd4, 2'h1} ? data_in : {WIDTH{1'b0}};
   assign set_gier = wr && GIER_ENA[4] && addr == {4'd5, 2'h1} ? data_in : {WIDTH{1'b0}};
   assign set_gisr = wr && GISR_ENA[4] && addr == {4'd6, 2'h1} ? data_in : {WIDTH{1'b0}};
   assign set_gcmr = wr && GCMR_ENA[4] && addr == {4'd9, 2'h1} ? data_in : {WIDTH{1'b0}};
   assign set_gfmr = wr && GCMR_ENA[4] && addr == {4'ha, 2'h1} ? data_in : {WIDTH{1'b0}};
   assign clr_gdor = wr && GDOR_ENA[3] && addr == {4'd0, 2'h2} ? data_in : {WIDTH{1'b0}};
   assign clr_goer = wr && GOER_ENA[3] && addr == {4'd1, 2'h2} ? data_in : {WIDTH{1'b0}};
   assign clr_gafr = wr && GAFR_ENA[3] && addr == {4'd2, 2'h2} ? data_in : {WIDTH{1'b0}};
   assign clr_gper = wr && GPER_ENA[3] && addr == {4'd3, 2'h2} ? data_in : {WIDTH{1'b0}};
   assign clr_gptr = wr && GPTR_ENA[3] && addr == {4'd4, 2'h2} ? data_in : {WIDTH{1'b0}};
   assign clr_gier = wr && GIER_ENA[3] && addr == {4'd5, 2'h2} ? data_in : {WIDTH{1'b0}};
   assign clr_gisr = wr && GISR_ENA[3] && addr == {4'd6, 2'h2} ? data_in : {WIDTH{1'b0}};
   assign clr_gifr = wr && CLR_GIFR_ENA && addr == {4'd7, 2'h2} ? data_in : {WIDTH{1'b0}};
   assign clr_gcmr = wr && GCMR_ENA[3] && addr == {4'd9, 2'h2} ? data_in : {WIDTH{1'b0}};
   assign clr_gfmr = wr && GCMR_ENA[3] && addr == {4'ha, 2'h2} ? data_in : {WIDTH{1'b0}};
   assign inv_gdor = wr && GDOR_ENA[2] && addr == {4'd0, 2'h3} ? data_in : {WIDTH{1'b0}};
   assign inv_goer = wr && GOER_ENA[2] && addr == {4'd1, 2'h3} ? data_in : {WIDTH{1'b0}};
   assign inv_gafr = wr && GAFR_ENA[2] && addr == {4'd2, 2'h3} ? data_in : {WIDTH{1'b0}};
   assign inv_gper = wr && GPER_ENA[2] && addr == {4'd3, 2'h3} ? data_in : {WIDTH{1'b0}};
   assign inv_gptr = wr && GPTR_ENA[2] && addr == {4'd4, 2'h3} ? data_in : {WIDTH{1'b0}};
   assign inv_gier = wr && GIER_ENA[2] && addr == {4'd5, 2'h3} ? data_in : {WIDTH{1'b0}};
   assign inv_gisr = wr && GISR_ENA[2] && addr == {4'd6, 2'h3} ? data_in : {WIDTH{1'b0}};
   assign inv_gcmr = wr && GCMR_ENA[2] && addr == {4'd9, 2'h3} ? data_in : {WIDTH{1'b0}};
   assign inv_gfmr = wr && GCMR_ENA[2] && addr == {4'ha, 2'h3} ? data_in : {WIDTH{1'b0}};
   assign read_gdor = GDOR_ENA[1] && addr=={4'd0,2'h0} && rd;
   assign read_goer = GOER_ENA[1] && addr=={4'd1,2'h0} && rd;
   assign read_gafr = GAFR_ENA[1] && addr=={4'd2,2'h0} && rd;
   assign read_gper = GPER_ENA[1] && addr=={4'd3,2'h0} && rd;
   assign read_gptr = GPTR_ENA[1] && addr=={4'd4,2'h0} && rd;
   assign read_gier = GIER_ENA[1] && addr=={4'd5,2'h0} && rd;
   assign read_gisr = GISR_ENA[1] && addr=={4'd6,2'h0} && rd;
   assign read_gifr = READ_GIFR_ENA && addr=={4'd7,2'h0} && rd;
   assign read_gdir = READ_GDIR_ENA && addr=={4'd8,2'h0} && rd;
   assign read_gcmr = GCMR_ENA[1] && addr=={4'd9,2'h0} && rd;
   assign read_gfmr = GCMR_ENA[1] && addr=={4'ha,2'h0} && rd;
   wire unsupported_access =
      (!GDOR_ENA[0] && addr == {4'h0,2'h0} && wr) |
      (!GOER_ENA[0] && addr == {4'h1,2'h0} && wr) |
      (!GAFR_ENA[0] && addr == {4'h2,2'h0} && wr) |
      (!GPER_ENA[0] && addr == {4'h3,2'h0} && wr) |
      (!GPTR_ENA[0] && addr == {4'h4,2'h0} && wr) |
      (!GIER_ENA[0] && addr == {4'h5,2'h0} && wr) |
      (!GISR_ENA[0] && addr == {4'h6,2'h0} && wr) |
      (!GCMR_ENA[0] && addr == {4'h9,2'h0} && wr) |
      (!GCMR_ENA[0] && addr == {4'ha,2'h0} && wr) |
      (wr && !GDOR_ENA[4] && addr == {4'd0, 2'h1}) |
      (wr && !GOER_ENA[4] && addr == {4'd1, 2'h1}) |
      (wr && !GAFR_ENA[4] && addr == {4'd2, 2'h1}) |
      (wr && !GPER_ENA[4] && addr == {4'd3, 2'h1}) |
      (wr && !GPTR_ENA[4] && addr == {4'd4, 2'h1}) |
      (wr && !GIER_ENA[4] && addr == {4'd5, 2'h1}) |
      (wr && !GISR_ENA[4] && addr == {4'd6, 2'h1}) |
      (wr && !GCMR_ENA[4] && addr == {4'd9, 2'h1}) |
      (wr && !GCMR_ENA[4] && addr == {4'ha, 2'h1}) |
      (wr && !GDOR_ENA[3] && addr == {4'd0, 2'h2}) |
      (wr && !GOER_ENA[3] && addr == {4'd1, 2'h2}) |
      (wr && !GAFR_ENA[3] && addr == {4'd2, 2'h2}) |
      (wr && !GPER_ENA[3] && addr == {4'd3, 2'h2}) |
      (wr && !GPTR_ENA[3] && addr == {4'd4, 2'h2}) |
      (wr && !GIER_ENA[3] && addr == {4'd5, 2'h2}) |
      (wr && !GISR_ENA[3] && addr == {4'd6, 2'h2}) |
      (wr && !CLR_GIFR_ENA && addr == {4'd7, 2'h2}) |
      (wr && !GCMR_ENA[3] && addr == {4'd9, 2'h2}) |
      (wr && !GCMR_ENA[3] && addr == {4'ha, 2'h2}) |
      (wr && !GDOR_ENA[2] && addr == {4'd0, 2'h3}) |
      (wr && !GOER_ENA[2] && addr == {4'd1, 2'h3}) |
      (wr && !GAFR_ENA[2] && addr == {4'd2, 2'h3}) |
      (wr && !GPER_ENA[2] && addr == {4'd3, 2'h3}) |
      (wr && !GPTR_ENA[2] && addr == {4'd4, 2'h3}) |
      (wr && !GIER_ENA[2] && addr == {4'd5, 2'h3}) |
      (wr && !GISR_ENA[2] && addr == {4'd6, 2'h3}) |
      (wr && !GCMR_ENA[2] && addr == {4'd9, 2'h3}) |
      (wr && !GCMR_ENA[2] && addr == {4'ha, 2'h3}) |
      (!GDOR_ENA[1] && addr=={4'd0,2'h0} && rd) |
      (!GOER_ENA[1] && addr=={4'd1,2'h0} && rd) |
      (!GAFR_ENA[1] && addr=={4'd2,2'h0} && rd) |
      (!GPER_ENA[1] && addr=={4'd3,2'h0} && rd) |
      (!GPTR_ENA[1] && addr=={4'd4,2'h0} && rd) |
      (!GIER_ENA[1] && addr=={4'd5,2'h0} && rd) |
      (!GISR_ENA[1] && addr=={4'd6,2'h0} && rd) |
      (!READ_GIFR_ENA && addr=={4'd7,2'h0} && rd) |
      (!READ_GDIR_ENA && addr=={4'd8,2'h0} && rd) |
      (!GCMR_ENA[1] && addr=={4'd9,2'h0} && rd) |
      (!GCMR_ENA[1] && addr=={4'ha,2'h0} && rd);
   assign err = unsupported_access;
endmodule
$ cat flow/run.sh
#!/bin/bash
# OpenROAD 26Q1-2900-gdf79404cd8, Yosys 0.63+post, stock flow scripts
make -C /OpenROAD-flow-scripts/flow DESIGN_CONFIG=/design/flow/config.mk WORK_HOME=/design/flow/orfs finish
==> impl_metrics.env <==
# implementation run metrics
export IMPL_syn2layout_area_growth_pct=184.2
export IMPL_holdPathEnd="read_gcmr"
export IMPL_ff_count=0
export IMPL_min_path_cells=4
export IMPL_io_pins=957
export IMPL_slowest_delay_ns=0.90
export IMPL_worst_hold_slack_ns=7.514
export IMPL_critical_path_top_delay_family="buffers and inverters"
export IMPL_syn_avg_cell_area_um2=4.864
export IMPL_worstPathCellList="clkdlybuf4s50_1 > or4b_2 > buf_4 > nor2_1 > clkdlybuf4s50_1"
export IMPL_grt_antenna_before_repair=26
export IMPL_warnings=32
export IMPL_power_uw=164.0
export IMPL_drt_total_wl_mm=105.1
export IMPL_die_h_um=379
export IMPL_path_depth=5
export IMPL_track_usage_pct=13.62
export IMPL_synth_seq_share_pct=0
export IMPL_cpMostUsedCell="clkdlybuf4s50_1"
export IMPL_fin_setup_tns_ns=0
export IMPL_drt_pass1_iterations=6
export IMPL_relSlewSlack_pct=39.17
export IMPL_grt_pass1_wl_mm=128.8
export IMPL_worstSetupPathType="in2out"
export IMPL_hold_viol_final=0
export IMPL_fp_coreArea_mm2=0.1278
export IMPL_ant_nets=0
export IMPL_tightest_slew_ns=0.9076
export IMPL_worstPathMaxFanout=59
export IMPL_leakage_uw=0.004788
export IMPL_grt_pass1_vias=11860
export IMPL_cp_required_ns=12.96
export IMPL_rsz0062_at_grt="no"
export IMPL_crit_arrival_ns=6.42
export IMPL_yosys_cells=1288
export IMPL_power_density_mw_per_mm2=9.210
export IMPL_portBuffers=956
export IMPL_row_count=131
export IMPL_final_min_clock_period_ns=9.663
export IMPL_drt_initial_drc_count=1331
export IMPL_max_freq_mhz=103.5
export IMPL_clock_buffers=0
export IMPL_gp_congestion=0.8338
export IMPL_wl_per_cell_um=27.52
export IMPL_hold_path_class="in2out"
export IMPL_place_hpwl_mm=85.12
export IMPL_synth_warnings=0
export IMPL_syn_area_mm2=0.006265
export IMPL_cts_resized_gates=0
export IMPL_dieArea_mm2=0.1436
export IMPL_yosys_area_mm2=0.006265
export IMPL_fp_util_pct=4.900
export IMPL_status="completed"
export IMPL_critPathLaunchType="input port"
export IMPL_cp_slowest_cell="or4b_2"
export IMPL_hold_buffers=0
export IMPL_drv_cap=0
export IMPL_vias=12960
export IMPL_drc=0
export IMPL_flop_area_um2=0
export IMPL_drive_gt1_share_pct=9.327
export IMPL_viasPerCell=3.390
export IMPL_worstHoldStart="rd"
export IMPL_final_max_slew_violation_count=0
export IMPL_postCtsSetupBuffers=0
export IMPL_synth_cell_types=20
export IMPL_finalClockPeriodUsage_pct=59.65
export IMPL_grt_max_degree=78
export IMPL_dieWidth_um=379
export IMPL_setup_viol=0
export IMPL_overflow=0
export IMPL_fillers=14650
export IMPL_logic_area_mm2=0.005415
export IMPL_ir_drop_v=0.000007900
export IMPL_cp_end_kind="output port"
export IMPL_syn_inst=1288
export IMPL_crit_buf_inv=3
-- cell families after synthesis --
group / synth area share (%)
buffers and inverters: 14.74
and+or+nand+nor: 85.20
other: 0.05986
-- power by group --
| group | switching [µW] | internal, µW |
|---|---|---|
| registers | 0 | 0 |
| clock network | 0 | 0.00000895 |
| logic | 118 | 46.0 |
-- worst max-delay path by stage --
| stage | from | end | slack (ns) |
|---|---|---|---|
| 4_1_cts | addr[3] | inv_gdor[6] | 6.34 |
| 5_1_grt | addr[3] | inv_gdor[6] | 6.29 |
| 6_report | addr[3] | inv_gdor[5] | 6.54 |
-- synthesized netlist by cell type --
library cell  count  area [µm²]
nand4b_2         28       420.4
nor4_1            3       18.77
nor3_1           32       160.2
nand3b_1          4       30.03
buf_6            17       191.4
nand4b_1         73       639.4
buf_4            10       75.07
or3b_2            1       8.760
or4b_4            1       13.76
clkbuf_1        106       397.9
buf_2            42       210.2
nor2_2           60       375.4
or4_1             1       7.510
or3b_1            1       8.760
nand4bb_1        36       405.4
nor2_1          821        3082
buf_1            13       48.80
conb_1            1       3.750
nand2_1          34       127.6
or4b_1            4       40.04
-- metal layers --
layer / wire length [µm] / GRT usage, %
met1: 42840 / 17.71
met2: 50060 / 22.80
met3: 10580 / 4.084
met4: 1453 / 1.544
met5: 200 / 0
-- final cells by class --
cell class	count	share of cell area, %
timing repair buffer	1055	57.86
multi-input combinational	1100	30.41
tap	1662	11.68
antenna	4	0.05621
-- stage by stage --
step                      util, %  std cells  area (µm²)  setup slack [ns]
after CTS                   13.92       3817       17800             6.339
after global placement      13.92       3817       17800             6.379
after detailed placement    13.92       3817       17800             6.340
after global routing        13.92       3817       17800             6.288
final                       13.93       3821       17810             6.537
after floorplan                 -       1288        6265             8.729
-- layout by cell type, fill, tap and decap left out, types with 3 or more instances in the layout --
master and n:
nand4bb_4 4, nor2_2 60, nand4b_1 73, clkdlybuf4s50_1 951, nand4bb_1 31, nand3b_1 4
nor3_1 32, nor2_1 821, nand2_1 34, buf_4 100, nor4_1 3, diode_2 4
nand4b_2 28
No activity file was given, so power comes from the tool's default toggle rates.
