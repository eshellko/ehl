==> /design/flow/design.v <==
module ehl_timer_csr
#(
   parameter BUS_WIDTH   = 32,
             INDEX       = 0,     
             TIMER_WIDTH = 32,
             PWM_ENA     = 0,
             CMP_ENA     = 0,
             CPT_ENA     = 0,
   parameter [0:0] USE_CG = 1'b1
)
(
   input wire                   clk,       
                                reset_n,   
   input wire [3:0]             wr_strb,   
   input wire [7:0]             addr,      
   input wire [31:0]            din,       
   output wire [BUS_WIDTH-1:0]  dout,      
   output reg [TIMER_WIDTH-1:0] tmr_load,
   output reg [TIMER_WIDTH-1:0] tmr_dead,
   output reg [7:0]             tmr_pre,
   input wire [TIMER_WIDTH-1:0] tmr_val,
   input wire [TIMER_WIDTH-1:0] tmr_cpt,
   input wire                   stop_tmr,
   output reg                   oneshot,
   output reg                   ena,
   output reg                   pause,
   output reg                   dir,
   output reg [2:0]             tmr_mode,
   output reg [2:0]             cmp_en,
   output reg [1:0]             cmp_type,
   output reg                   cpt_sel,
   output reg [1:0]             cpt_type,
   output reg [1:0]             cpt_start,
   output reg [1:0]             cpt_stop,
   output reg                   pwm_comp,
   output reg [TIMER_WIDTH-1:0] cmpa_t0,
   output reg [TIMER_WIDTH-1:0] cmpa_t1,
   output reg [TIMER_WIDTH-1:0] cmpb_t0,
   output reg [TIMER_WIDTH-1:0] cmpb_t1,
   output reg [TIMER_WIDTH-1:0] cmpc_t0,
   output reg [TIMER_WIDTH-1:0] cmpc_t1
);
   localparam [3:0]
      TMR_CFG      = 4'b0000,
      TMR_CTRL     = 4'b0001,
      TMR_CTRL_ALL = 4'b0010,
      TMR_DEAD     = 4'b0011,
      TMR_LOAD     = 4'b0100,
      TMR_PRE      = 4'b0101,
      TMR_VALUE    = 4'b0110,
      TMR_CPT      = 4'b0111,
      TMR_CMPA_T0  = 4'b1010,
      TMR_CMPA_T1  = 4'b1011,
      TMR_CMPB_T0  = 4'b1100,
      TMR_CMPB_T1  = 4'b1101,
      TMR_CMPC_T0  = 4'b1110,
      TMR_CMPC_T1  = 4'b1111;
   localparam NBYTES = TIMER_WIDTH / 8;
   always@(posedge clk or negedge reset_n)
   if(!reset_n)
   begin
      oneshot   <= 1'b0;
      tmr_mode  <= 3'h0;
      cmp_en    <= 3'b0;
      cmp_type  <= 2'h0;
      cpt_sel   <= 1'b0;
      cpt_type  <= 2'h0;
      cpt_start <= 2'b0;
      cpt_stop  <= 2'h0;
      dir       <= 1'b0;
      pwm_comp  <= 1'b0;
   end
   else if(addr[5:2] == TMR_CFG && addr[7:6] == INDEX)
   begin
      if(wr_strb[0])
      begin
         tmr_mode <= din[2:0];
         if(CMP_ENA | PWM_ENA)
            cmp_en   <= din[5:3];
         if(CMP_ENA)
            cmp_type <= din[7:6];
      end
      if(wr_strb[1])
      begin
         if(CPT_ENA)
         begin
            cpt_sel   <= din[8];
            cpt_type  <= din[10:9];
            cpt_start <= din[12:11];
            cpt_stop  <= din[14:13];
         end
      end
      if(wr_strb[2])
      begin
         oneshot <= din[17];
         dir     <= din[16];
         if(PWM_ENA)
            pwm_comp <= din[18];
      end
   end
   always@(posedge clk or negedge reset_n)
   if(!reset_n)
   begin
      ena   <= 1'b0;
      pause <= 1'b0;
   end
   else if(addr[5:2] == TMR_CTRL && addr[7:6] == INDEX && wr_strb[0])
   begin
      ena   <= din[0];
      pause <= din[1];
   end
   else if(addr[5:2] == TMR_CTRL_ALL && wr_strb[0])
   begin
      ena   <= din[0 + 2*INDEX];
      pause <= din[1 + 2*INDEX];
   end
   else if(stop_tmr & (oneshot | (tmr_mode == 3'b001)))
      ena <= 1'b0;
   always@(posedge clk)
   begin : tload
      integer i;
      if(addr[5:2] == TMR_LOAD && addr[7:6] == INDEX)
         for(i = 0; i < NBYTES; i = i + 1)
            if(wr_strb[i])
               tmr_load[i*8+:8] <= din[i*8+:8];
   end
   if(PWM_ENA)
   begin : xpwmdead
      always@(posedge clk)
      begin : tdead
         integer i;
         if(addr[5:2] == TMR_DEAD && addr[7:6] == INDEX)
            for(i = 0; i < NBYTES; i = i + 1)
               if(wr_strb[i])
                  tmr_dead[i*8+:8] <= din[i*8+:8];
      end
   end
   else
   begin : xnopwmdead
      always_comb
         tmr_dead = 0;
   end
   always@(posedge clk or negedge reset_n)
   if(!reset_n)
      tmr_pre <= 8'b0;
   else if(addr[5:2] == TMR_PRE && addr[7:6] == INDEX && wr_strb[0])
      tmr_pre <= USE_CG==1'b1 ? din[7:0] : 8'h0;  
   if(PWM_ENA | CMP_ENA)
   begin : xpwm
      always@(posedge clk)
      begin : tpwm
         integer i;
         if(addr[5:2] == TMR_CMPA_T0 && addr[7:6] == INDEX)
            for(i = 0; i < NBYTES; i = i + 1)
               if(wr_strb[i])
                  cmpa_t0[i*8+:8] <= din[i*8+:8];
         if(addr[5:2] == TMR_CMPA_T1 && addr[7:6] == INDEX)
            for(i = 0; i < NBYTES; i = i + 1)
               if(wr_strb[i])
                  cmpa_t1[i*8+:8] <= din[i*8+:8];
         if(addr[5:2] == TMR_CMPB_T0 && addr[7:6] == INDEX)
            for(i = 0; i < NBYTES; i = i + 1)
               if(wr_strb[i])
                  cmpb_t0[i*8+:8] <= din[i*8+:8];
         if(addr[5:2] == TMR_CMPB_T1 && addr[7:6] == INDEX)
            for(i = 0; i < NBYTES; i = i + 1)
               if(wr_strb[i])
                  cmpb_t1[i*8+:8] <= din[i*8+:8];
         if(addr[5:2] == TMR_CMPC_T0 && addr[7:6] == INDEX)
            for(i = 0; i < NBYTES; i = i + 1)
               if(wr_strb[i])
                  cmpc_t0[i*8+:8] <= din[i*8+:8];
         if(addr[5:2] == TMR_CMPC_T1 && addr[7:6] == INDEX)
            for(i = 0; i < NBYTES; i = i + 1)
               if(wr_strb[i])
                  cmpc_t1[i*8+:8] <= din[i*8+:8];
      end
   end
   else
   begin : xnopwm
      always_comb
      begin
         cmpa_t0 = 0;
         cmpa_t1 = 0;
         cmpb_t0 = 0;
         cmpb_t1 = 0;
         cmpc_t0 = 0;
         cmpc_t1 = 0;
      end
   end
   if(BUS_WIDTH == 32)
      assign dout =
         addr[5:2] == TMR_CFG     ? {pwm_comp, oneshot, dir, 1'b0, cpt_stop, cpt_start, cpt_type, cpt_sel, cmp_type, cmp_en, tmr_mode} :
         addr[5:2] == TMR_CTRL    ? {pause, ena} :
         addr[5:2] == TMR_DEAD    ? tmr_dead :
         addr[5:2] == TMR_LOAD    ? tmr_load :
         addr[5:2] == TMR_PRE     ? tmr_pre :
         addr[5:2] == TMR_VALUE   ? tmr_val :
         addr[5:2] == TMR_CPT     ? tmr_cpt :
         addr[5:2] == TMR_CMPA_T0 ? cmpa_t0 :
         addr[5:2] == TMR_CMPA_T1 ? cmpa_t1 :
         addr[5:2] == TMR_CMPB_T0 ? cmpb_t0 :
         addr[5:2] == TMR_CMPB_T1 ? cmpb_t1 :
         addr[5:2] == TMR_CMPC_T0 ? cmpc_t0 :
         addr[5:2] == TMR_CMPC_T1 ? cmpc_t1 :
         0;
   if(BUS_WIDTH == 8)
      assign dout =
         addr[5:0] == {TMR_CFG,2'd0}  ? {cmp_type, cmp_en, tmr_mode} :
         addr[5:0] == {TMR_CFG,2'd1}  ? {cpt_stop, cpt_start, cpt_type, cpt_sel} :
         addr[5:0] == {TMR_CFG,2'd2}  ? {pwm_comp, oneshot, dir} :
         addr[5:0] == {TMR_CTRL,2'd0} ? {pause, ena} :
         addr[5:2] == TMR_DEAD        ? tmr_dead >> (8*addr[1:0]) :
         addr[5:2] == TMR_LOAD        ? tmr_load >> (8*addr[1:0]) :
         addr[5:0] == {TMR_PRE,2'd0}  ? tmr_pre :
         addr[5:2] == TMR_VALUE       ? tmr_val >> (8*addr[1:0]) :
         addr[5:2] == TMR_CPT         ? tmr_cpt >> (8*addr[1:0]) :
         addr[5:2] == TMR_CMPA_T0     ? cmpa_t0 >> (8*addr[1:0]) :
         addr[5:2] == TMR_CMPA_T1     ? cmpa_t1 >> (8*addr[1:0]) :
         addr[5:2] == TMR_CMPB_T0     ? cmpb_t0 >> (8*addr[1:0]) :
         addr[5:2] == TMR_CMPB_T1     ? cmpb_t1 >> (8*addr[1:0]) :
         addr[5:2] == TMR_CMPC_T0     ? cmpc_t0 >> (8*addr[1:0]) :
         addr[5:2] == TMR_CMPC_T1     ? cmpc_t1 >> (8*addr[1:0]) :
         0;
endmodule
==> /design/flow/run.sh <==
#!/bin/bash
# OpenROAD 26Q1-2900-gdf79404cd8, Yosys 0.63+post, stock flow scripts
make -C /OpenROAD-flow-scripts/flow DESIGN_CONFIG=/design/flow/config.mk WORK_HOME=/design/flow/orfs finish
==> /design/flow/config.mk <==
export PLATFORM = sky130hd
export DESIGN_NAME = ehl_timer_csr
export DESIGN_NICKNAME = ehl_timer_csr
export VERILOG_FILES = /design/flow/design.v
export SDC_FILE = /design/flow/constraint.sdc
export NUM_CORES = 4
export LEC_CHECK = 1
export CORE_AREA = 10 10 171 171
export DIE_AREA = 0 0 181 181
==> /design/flow/constraint.sdc <==
current_design ehl_timer_csr

set clk_period 8.1
set clk_io_pct 0.2

create_clock -name clk0 -period $clk_period [get_ports {clk}]

set non_clock_inputs [all_inputs -no_clocks]
set_input_delay [expr $clk_period * $clk_io_pct] -clock clk0 $non_clock_inputs
set_output_delay [expr $clk_period * $clk_io_pct] -clock clk0 [all_outputs]
==> job_summary.md <==
## Implementation flow summary

| Metric | Value |
|---|---|
| Synth mux share | `13.8%` |
| Port Buffers | `187` |
| Detailed-route DRC error count | `0` |
| DP Cell Count | `966` |
| Pwr Density | `115 nW/um^2` |
| Floorplan core density | `17.5%` |
| XOR/XNOR Area Share | `0%` |
| Via Count | `3074` |
| Vias in the first global route | `3573` |
| Core Util, Final | `23.4%` |
| Largest net degree at the start of global routing | `26` |
| GRT Overall Usage | `9.22%` |
| Net Switching | `0.000170 W` |
| Share of cells above drive strength 1 | `6.06%` |
| Final Hold Fails | `0` |
| Most frequent cells in the layout | `237 x conb_1, 186 x clkdlybuf4s50_1, 43 x nand2_1, 32 x edfxtp_1, 23 x a21oi_1` |
| CP arrival | `3.91 ns` |
| Worst Hold Endpoint | `tmr_pre[6]$_DFFE_PN0P_` |
| CTS sink cnt | `47` |
| Cell variety after synth | `40` |
| Critical setup path kind | `primary input to output port` |
| Max Fanout on Critical Path | `25` |
| Clock Pin Slew Worst Setup and Hold Paths | `0.07 ns` |
| Most numerous logic cell after layout | `conb_1` |
| Syn avg cell area | `9.63 um^2` |
| First-pass GRT wire length | `23.1 mm` |
| Max-slew headroom | `50.1%` |
| Number of enable flip-flop cells | `32` |
| Yosys Chip Area | `4420 um^2` |
| Total wire length | `16.3 mm` |
| P_int | `0.000512 W` |
| Tool warning count | `27` |
| Die Wd | `181 um` |
| Slew Viols, Final | `0` |
| WHS Path Cells | `1` |
| H-Tree Depth | `2` |
| Chip Area | `32800 um^2` |
| Post-DP HPWL | `13.8 mm` |
| Switching Fraction | `25.0%` |
| Post_cts resized | `0` |
| Synth-to-Final Area Change | `34.2%` |
| CTS Buf Count | `5` |
| CTS root buf | `clkbuf_16` |
| Routability Congestion | `0.819` |
| Synth Instances | `459` |
| Post-synth ARST share | `31.9%` |
| Final setup fails | `0` |
| Hold-fix buffers at CTS | `0` |
| Clk latency of the worst-skew pair | `0.30 ns` |
| Final setup TNS | `0 ns` |
| Outcome | `completed` |
| R2R Path End | `ena$_DFFE_PN0P_` |
| Max Cap Viol | `0` |
| Crit. End Element | `output port` |
| 1st-iter DRT viols | `80` |
| RSZ-0062 raised after global routing | `no` |
| Postcts setup bufs | `0` |
| Clock Path Buffers | `2` |
| Cell Area, Synth | `4420 um^2` |
| AND/OR/NAND/NOR Cells, Area Fraction | `9.09%` |
| # rows | `58` |
| Reg2Reg Setup Slack | `6.89 ns` |
| Flop pwr share | `40.8%` |
| Comb area leader | `buffers and inverters` |
| Hold Startpoint | `tmr_pre[6]$_DFFE_PN0P_` |
| Least-Margin Pin Slew | `0.746 ns` |
| Power share of the clock group | `36.6%` |
| Min-Delay Path Class | `flop to flop` |
| WP data required | `6.48 ns` |
| Reg2reg start | `tmr_mode[2]$_DFFE_PN0P_` |
| Adder Share, Synth | `0%` |
| Post-synth top flop | `edfxtp_1` |
| Ports | `427` |
| Startpoint class of the critical path | `primary input` |
| Yosys stat cell total | `459` |
| Syn. warnings | `1` |
| CTS tree | `built` |
| Final period util | `68.3%` |
| Non-filler instance count after layout | `975` |
| Final Power | `0.000683 W` |
| GRT overflow | `0` |
| Core ar. | `25300 um^2` |
| Aoi share | `4.13%` |
| Register area share after synthesis | `30.2%` |
| Drt wl/cell | `16.7 um` |
| Final ANT Viol Nets | `0` |
| Drt via density | `3.15` |
| Fmax | `181 MHz` |
| Fin Clk Skew | `0.00612 ns` |
| Static leakage | `2.54 nW` |
| TritonRoute pass-1 iters | `4` |
| Register-to-Register Path Depth | `2` |
| Combinational power share | `22.5%` |
| Peak supply drop | `0.0891 mV` |
| Antenna violations before repair | `2` |
| Min Tclk post-route | `5.53 ns` |
| Yosys reg bits | `47` |
| Die Y-Extent | `181 um` |
-- layout make-up --
type	instances	area, um^2
multi-input cells	393	2080
well taps	330	413
inverters	3	11.3
clock inverters	1	8.76
clock buffers	7	164
fillers	2670	19400
diodes	1	2.50
flip-flops and latches	47	1340
repair buffers	193	1910
-- power groups by stage --
| stage | clock network, W | logic (W) | registers (W) |
|---|---|---|---|
| 4_1_cts | 0.000266 | 0.000160 | 0.000279 |
| 5_1_grt | 0.000273 | 0.000173 | 0.000281 |
| 6_report | 0.000250 | 0.000154 | 0.000279 |
-- worst max path at each step --
stage	start	end	slack (ns)	cells after the start
4_1_cts	addr[2]	dout[18]	2.52	7
5_1_grt	addr[2]	dout[18]	2.35	7
6_report	addr[2]	dout[18]	2.57	7
-- flip-flops by register name, summed over array words and instances, names as in the netlist --
signal / cells
ena: 1
oneshot: 1
pause: 1
tmr_pre: 8
tmr_mode: 3
dir: 1
tmr_load: 32
-- cells by family (layout without fill, tap and decap cells) --
| group | after synthesis | after routing |
|---|---|---|
| DFF | 47 | 47 |
| other | 1 | 238 |
| and+or+nand+nor | 76 | 76 |
| AOI/OAI and AO/OA | 32 | 32 |
| muxes | 48 | 48 |
| buffers and inverters | 255 | 204 |
-- through the flow --
step	hold slack (ns)	instance area, um^2	worst slack [ns]
2_1_floorplan	0.459	5310	3.90
3_3_place_gp	0.503	5760	2.48
3_5_place_dp	0.515	5760	2.53
4_1_cts	0.531	5930	2.52
5_1_grt	0.563	5930	2.35
6_report	0.526	5930	2.57
-- layer usage --
layer  GRT usage [%]  wire, um  vias to the layer above
met4           0.748       192                        0
met3            3.06      1350                        8
met1            10.8      6270                     1422
met5               0         0                        -
li1                -         -                     1419
met2            16.6      8490                      225
-- worst max-delay path: stages --
cell and delay, ns:
clkdlybuf4s50_1 0.45, buf_4 0.34, and2_1 0.43, buf_4 0.28, nand2_1 0.07, a21oi_1 0.20
clkdlybuf4s50_1 0.50
-- synthesized netlist by cell type, types with 2 or more instances --
cell,n,share of area (%)
or2_1,4,0.57
nor2_1,2,0.17
buf_6,3,0.76
nor2b_1,3,0.42
a21oi_1,23,2.6
and3_1,4,0.57
dfrtp_1,15,8.5
mux4_2,7,3.6
mux2_2,13,3.3
nor3_1,2,0.23
nand2_1,43,3.7
buf_2,8,0.91
nand3_1,2,0.23
buf_4,239,41
o22ai_1,2,0.28
edfxtp_1,32,22
mux2i_1,8,1.8
nand2b_1,2,0.28
inv_1,2,0.17
mux2_1,20,5.1
and2_1,6,0.85
Power and IR drop assume default switching activity.
